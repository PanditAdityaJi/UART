==> design.v <==
module uart_rx (
    input  wire       clk,
    input  wire       rst_n,
    input  wire       RXD,
    input  wire       baud_tick,
    output reg        rx_ready,
    output reg [7:0]  rx_data,
    output reg        framing_error,
    output reg        parity_error,
    output reg        overrun_error
);
    reg        rx_busy;
    reg [3:0]  bit_cnt;
    reg [9:0]  rx_shift;
    reg        rxd_sync1, rxd_sync2;
    always @(posedge clk) begin
        rxd_sync1 <= RXD;
        rxd_sync2 <= rxd_sync1;
    end
    always @(posedge clk or negedge rst_n) begin
        if (!rst_n) begin
            rx_busy       <= 0;
            rx_ready      <= 0;
            framing_error <= 0;
            parity_error  <= 0;
            overrun_error <= 0;
            bit_cnt       <= 0;
        end else if (!rx_busy && !rxd_sync2) begin
            rx_busy <= 1;
            bit_cnt <= 0;
        end else if (baud_tick && rx_busy) begin
            rx_shift <= {rxd_sync2, rx_shift[9:1]};
            bit_cnt <= bit_cnt + 1;
            if (bit_cnt == 9) begin
                rx_busy <= 0;
                rx_data <= rx_shift[8:1];
                framing_error <= (rx_shift[0] != 1);
                rx_ready <= 1;
            end else begin
                rx_ready <= 0;
            end
        end else begin
            rx_ready <= 0;
        end
    end
endmodule
==> run.sh <==
#!/bin/bash
# OpenROAD 26Q1-2900-gdf79404cd8, Yosys 0.63+post, stock flow scripts
make -C /OpenROAD-flow-scripts/flow DESIGN_CONFIG=/design/flow/config.mk WORK_HOME=/design/flow/orfs finish
==> config.mk <==
export PLATFORM = sky130hd
export DESIGN_NAME = uart_rx
export DESIGN_NICKNAME = uart_rx
export VERILOG_FILES = /design/flow/design.v
export SDC_FILE = /design/flow/constraint.sdc
export NUM_CORES = 4
export LEC_CHECK = 1
export CORE_AREA = 10 10 83 83
export DIE_AREA = 0 0 93 93
==> constraint.sdc <==
current_design uart_rx

set clk_period 1.9
set clk_io_pct 0.2

create_clock -name clk0 -period $clk_period [get_ports {clk}]

set non_clock_inputs [all_inputs -no_clocks]
set_input_delay [expr $clk_period * $clk_io_pct] -clock clk0 $non_clock_inputs
set_output_delay [expr $clk_period * $clk_io_pct] -clock clk0 [all_outputs]
==> results.py <==
# Physical implementation metrics
metrics = {
    "clocking": {
        "cts_tree": "built",
        "cts_hold_buffers": 0,
        "cts_buffer_depth": 2,
        "numCtsBuffers": 3,
        "cts_resized": 0,
        "cts_sinks": 27,
        "clock_latency_ns": 0.27,
        "cts_max_level": 1,
        "cts_root_buf": "clkbuf_8",
        "cts_setup_buffers": 0,
        "path_clk_slew_ns": 0.08,
    },
    "floorplanning": {
        "top_level_ports": 16,
        "core_area_um2": 5140,
        "chip_area_um2": 8649,
        "rows": 26,
        "die_y_um": 93,
        "floorplan.core_util_pct": 19.99,
        "die_w_um": 93,
    },
    "worst_setup_path": {
        "slowest_stage": "clkdlybuf4s50_1",
        "cp-start-kind": "flip-flop",
        "crit_chain": "clkdlybuf4s50_1",
        "cp-end-kind": "output pin",
        "worst-path-buf-inv": 1,
        "crit_type": "flip-flop to output pin",
        "worst-endpoint-arrival_ns": 1.11,
        "cp_top_family": "buffers and inverters",
        "critical_path_required_ns": 1.52,
        "crit_path_max_incr_delay_ns": 0.47,
        "critPathMaxFanout": 2,
    },
    "layout": {
        "drive_gt1_share_pct": 19.23,
        "area_growth_pct": 25.33,
        "regArea_um2": 755.7,
        "fillCellCount": 550,
        "comb_area_um2": 226.5,
        "final_cells": 148,
        "design_area_um2": 1287,
        "final_util_pct": 25.05,
    },
    "power": {
        "cellInternalPower_mw": 1.007,
        "comb_power_share_pct": 19.9,
        "irDropWorstVdd_uv": 661.2,
        "power_mw": 1.372,
        "power_per_cell_area_nw_per_um2": 1066,
        "netSwitchingFraction_pct": 26.59,
        "power_frac_seq_pct": 57.0,
        "p_leak_nw": 0.5074,
        "clkPwrFrac_pct": 23.0,
        "power_switching_mw": 0.3647,
    },
    "routing": {
        "dr.pass1.iters": 4,
        "vias_per_cell": 3.426,
        "wl_per_cell_um": 10.36,
        "antenna_cells": 0,
        "drt-initial-drc-count": 31,
        "num_vias": 507,
        "postRouteAntennaNets": 0,
        "wl_um": 1534,
        "drcViolationCount": 0,
    },
    "placed_design": {
        "hpwl_um": 1149,
        "placed_cells": 144,
        "portBuffers": 13,
        "pre_cts_slack_ns": 0.2720,
        "gp_congestion": 0.7699,
        "place_area_um2": 1241,
    },
    "global_routing": {
        "grt_pass1_wl_um": 2566,
        "grt_pass1_vias": 584,
        "globalRoute.totalOverflow": 0,
        "grt_max_degree": 16,
        "antenna_found_initial": 0,
        "grtUsageTotal_pct": 3.650,
    },
    "timing": {
        "final_hold_viol_count": 0,
        "fmax_ghz": 0.6712,
        "rsz0062_at_grt": "no",
        "finalCritPeriodShare_pct": 78.41,
        "fin_skew_ns": 0.006322,
        "hold_slack_ns": 0.3325,
        "fin_crit_ns": 1.490,
        "setup_violations": 0,
        "fin_setup_tns_ns": 0,
        "slew_viol_final": 0,
        "finalWorstSetupSlack_ns": 0.4102,
    },
    "outcome": {
        "status": "completed",
    },
    "logic_synthesis": {
        "ys_warn_count": 1,
        "synth_cell_type_count": 24,
        "ys.flops": 27,
        "ys_seq_share_pct": 73.57,
        "synthCells": 60,
        "synth.avg_cell_area_um2": 17.12,
        "netlist_area_um2": 1027,
        "yosys_area_um2": 1027,
        "yosysCellCount": 60,
    },
    "run": {
        "openroad.warnings": 26,
        "maxCapViolCount": 0,
    },
    "min_path": {
        "hp-class": "flip-flop to flip-flop",
    },
}
-- layout make-up --
cell class,instances,share of cell area (%)
tap,70,6.803
timing repair buffer,17,12.44
clock buffer,3,3.207
multi-input combinational,27,17.59
inverter,3,0.8746
sequential,27,58.70
clock inverter,1,0.3887
-- cell usage after synthesis --
library cell,number,area (µm²)
a21boi_1,1,7.510
a21o_1,1,7.510
a21oi_2,1,8.760
a22o_1,2,17.52
buf_4,2,15.01
buf_6,2,22.52
conb_1,1,3.750
dfrtp_1,7,175.2
dfxtp_1,2,40.04
edfxtp_1,18,540.5
ha_1,2,25.02
inv_1,3,11.26
mux2i_1,1,10.01
nand2_4,1,11.26
nand3_1,2,10.01
nand3b_4,2,40.04
nand4_2,1,12.51
nor2_1,4,15.01
nor2b_4,1,13.76
o21ai_0,2,10.01
o21ai_1,1,5.000
o21ai_2,1,8.760
o31ai_1,1,7.510
xor2_1,1,8.760
-- flip-flops by register name, summed over array words and instances (netlist names) --
| name | count |
|---|---|
| bit_cnt | 4 |
| rx_data | 8 |
| rx_shift | 10 |
| rxd_sync1 | 1 |
| rx_busy | 1 |
| rxd_sync2 | 1 |
| framing_error | 1 |
| rx_ready | 1 |
-- metal layers --
| metal | share of wire, % | vias to the layer above | GRT usage, % | wire length (µm) |
|---|---|---|---|---|
| met4 | 0.78 | 0 | 0.3856 | 12 |
| met2 | 40 | 20 | 5.257 | 609 |
| li1 | - | 246 | - | - |
| met1 | 46 | 239 | 4.393 | 712 |
| met3 | 13 | 2 | 2.827 | 200 |
| met5 | 0 | - | 0 | 0 |
-- power by group through the flow --
| stage | registers (mW) | logic [mW] | clock network (mW) |
|---|---|---|---|
| global route | 0.797 | 0.310 | 0.356 |
| CTS | 0.785 | 0.278 | 0.326 |
| finish | 0.783 | 0.273 | 0.316 |
-- placed cells by master, fill, tap and decap left out, drive strengths merged, types with 2 or more instances in the layout --
master and n:
dfrtp 7, inv 3, nor2 4, o21ai 4, nand3 2, conb 2, nand3b 2, clkdlybuf4s50 13
a22o 2, ha 2, buf 4, edfxtp 18, clkbuf 3, dfxtp 2
-- kinds of logic after synthesis --
family	synth area share [%]
adders and majority gates	2.436
and+or+nand+nor	9.987
AOI/OAI and AO/OA	7.066
DFF	73.57
other	0.3651
buffers and inverters	4.750
muxes	0.9745
xor gates and xnor gates	0.8528
-- final timing paths --
| path | slack (ns) | cells past startpoint | to | start |
|---|---|---|---|---|
| setup / recovery | 0.41 | 1 | framing_error | framing_error$_DFFE_PN0P_ |
| hold / removal | 0.33 | 0 | rxd_sync2$_DFF_P_ | rxd_sync1$_DFF_P_ |
| setup reg to reg | 0.53 | 5 | rx_data[1]$_DFFE_PP_ | bit_cnt[1]$_DFFE_PN0P_ |
| hold reg to reg | 0.33 | 0 | rxd_sync2$_DFF_P_ | rxd_sync1$_DFF_P_ |
| max in group asynchronous | 1.35 | 2 | framing_error$_DFFE_PN0P_ | rst_n |
| min in group asynchronous | 0.42 | 2 | rx_ready$_DFFE_PN0N_ | rst_n |
Power figures rest on the tool's default switching activity, not on a simulated workload.
