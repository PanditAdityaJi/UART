**./constraint.sdc**
```tcl
current_design uart_tx

set clk_period 2.8
set clk_io_pct 0.2

create_clock -name clk0 -period $clk_period [get_ports {clk}]

set non_clock_inputs [all_inputs -no_clocks]
set_input_delay [expr $clk_period * $clk_io_pct] -clock clk0 $non_clock_inputs
set_output_delay [expr $clk_period * $clk_io_pct] -clock clk0 [all_outputs]
```
**./run.sh**
```bash
#!/bin/bash
# OpenROAD 26Q1-2900-gdf79404cd8, Yosys 0.63+post, stock flow scripts
make -C /OpenROAD-flow-scripts/flow DESIGN_CONFIG=/design/flow/config.mk WORK_HOME=/design/flow/orfs finish
```
**./design.v**
```verilog
module uart_tx (
    input  wire       clk,
    input  wire       rst_n,
    input  wire [7:0] tx_data,
    input  wire       tx_start,
    input  wire       baud_tick,
    output reg        tx_ready,
    output reg        TXD
);
    reg [3:0] bit_cnt;
    reg [9:0] tx_shift;
    reg       tx_active;
    always @(posedge clk or negedge rst_n) begin
        if (!rst_n) begin
            tx_ready  <= 1;
            tx_active <= 0;
            TXD       <= 1;
            bit_cnt   <= 0;
        end else begin
            if (tx_start && tx_ready) begin
                tx_shift <= {1'b1, tx_data, 1'b0};
                tx_active <= 1;
                tx_ready <= 0;
                bit_cnt <= 0;
            end else if (baud_tick && tx_active) begin
                TXD <= tx_shift[0];
                tx_shift <= {1'b1, tx_shift[9:1]};
                bit_cnt <= bit_cnt + 1;
                if (bit_cnt == 9) begin
                    tx_active <= 0;
                    tx_ready <= 1;
                end
            end
        end
    end
endmodule
```
**./config.mk**
```make
export PLATFORM = sky130hd
export DESIGN_NAME = uart_tx
export DESIGN_NICKNAME = uart_tx
export VERILOG_FILES = /design/flow/design.v
export SDC_FILE = /design/flow/constraint.sdc
export NUM_CORES = 4
export LEC_CHECK = 1
export CORE_AREA = 10 10 73 73
export DIE_AREA = 0 0 83 83
```
==> impl_metrics.toml <==
# generated from flow reports
[critical_path]
r2r_slack_ns = 1.32
worstSetupEndpointType = "output pin"
critPathArrivalTime_ns = 1.26
crit_end = "tx_ready"
crit_path_start_kind = "register"
slowest_delay_ns = 0.55
worst-r2r-cell-count = 3
crit_chain = "clkdlybuf4s50_1"
crit_cells = 1
reg2reg_from = "tx_ready"
crit_slowest_cell = "dfstp_2"
startpoint = "tx_ready"
crit_type = "register to output pin"
cp_top_family = "flip-flops"
cp.required_ns = 2.24
timing.rr.end = "TXD"
path_max_fanout = 4
path_buffers = 1

[sta]
hold_viol = 0
period_minus_slack_ns = 1.82
min_period_over_period_pct = 65.1
setup_viol = 0
finalWorstSetupSlack_ns = 0.977
fin_skew_ns = 0.00122
max_freq_mhz = 549
fin_setup_tns_ns = 0
rsz0062_at_grt = "false"
drv_slew = 0
slew_headroom_pct = 66.7
worstMarginPinSlew_ns = 0.500

[global_route]
first_global_vias = 477
grt_overflow = 0
grt_pass1_wl_um = 2210
grtUsageTotal_pct = 3.70
grt_max_degree = 15
antenna_found_initial = 0

[run_status]
status = "complete, no violations"

[floorplanning]
pin_count = 14
row_count = 22
die_x_um = 83
fp_util_pct = 18.9
fp.coreArea_um2 = 3740
chipArea_um2 = 6890
chipHeight_um = 83

[flow_run]
max-cap-violations = 0
warnings = 26

[place]
pre_cts_ws_ns = 0.777
globalplace.congestion = 0.701
placement.io_buffers = 13
hpwlAfterDp_um = 1030

[clock_tree]
cts_tree = "done"
clock_sinks = 16
cts_max_level = 1
cts_setup_buffers = 0
insertion_delay_ns = 0.24
clockRootBuffer = "clkbuf_8"
cts_buffers = 3
cts_resized = 0
postCtsHoldBufs = 0
clock_path_buffers = 2
clk_pin_slew_worst_paths_ns = 0.06

[logic_synthesis]
synth_cells = 65
ys_seq_share_pct = 63.5
synthAoiAreaFrac_pct = 4.26
syn_area_per_cell_um2 = 10.9
synth_area_leader_cell = "edfxtp_1"
synth-simple-area-share_pct = 22.0
ys_sh_xor_pct = 2.48
ys_cells = 65
ys_types = 21
top_area_share_pct = 38.3
yosys-dominant-comb-family = "simple AND/OR/NAND/NOR gates"
netlist_area_um2 = 706
ys.flops = 16
yosysWarnings = 1
synth_chip_area_um2 = 706
ys_sh_adder_pct = 3.55
area_leaders = "edfxtp_1 38%, dfrtp_1 18%, nand2_1 13%, dfstp_2 7.4%, ha_1 3.5%"
ys_sh_mux_pct = 3.01

[cells_and_area]
lay_top_count = "nand2_1"
area_growth_syn_to_layout_pct = 33.7
drive_gt1_share_pct = 11.0
mostFrequentLayoutCells = "24 x nand2_1, 13 x clkdlybuf4s50_1, 9 x edfxtp_1"

[detailed_routing]
finalWirelength_um = 1330
wl_per_cell_um = 10.2
via_count = 495
vias_per_cell = 3.81
drcViolationCount = 0
drtPass1Iterations = 4
drtAntennaViolNets = 0
initialDrtViolationCount = 21
n_antenna_cell = 0

[hold_path]
hold_path.class = "register to register"
min_path_cells = 1

[power_and_ir_drop]
leakage_nw = 0.358
p_per_area_nw_per_um2 = 460
ir_worst_vdd_v = 0.000286
==> worst min-delay path by stage <==
stage,slack [ns],startpoint,end
global route,0.52,tx_shift[0],TXD
CTS,0.50,tx_shift[0],TXD
finish,0.49,tx_shift[0],TXD
==> Yosys cell counts <==
library cell	count
nand2_1	24
edfxtp_1	9
dfrtp_1	5
nor2_1	3
a21oi_1	2
and2_1	2
dfstp_2	2
ha_1	2
nand3_1	2
or3_1	2
xor2_1	2
a21boi_0	1
a21o_1	1
buf_2	1
inv_1	1
mux2_2	1
mux2i_1	1
nand2_2	1
nand2b_1	1
o21ai_0	1
or2_2	1
==> logic make-up after synthesis <==
family / after synthesis
XOR/XNOR: 2
AND/OR/NAND/NOR: 36
buffers and inverters: 2
adder cells (fa/ha/maj): 2
flip-flops: 16
AND-OR/OR-AND: 5
multiplexers: 2
==> sequential cells by signal (all words and copies together) (netlist names) <==
signal     count
tx_shift       9
bit_cnt        4
TXD            1
tx_active      1
tx_ready       1
==> where the power goes <==
group | switching [W] | leakage (nW) | internal, W | total [W]
Combinational | 0.00000460 | 0.187 | 0.0000138 | 0.0000184
Sequential | 0 | 0.148 | 0.000247 | 0.000247
Clock | 0.0000681 | 0.0228 | 0.000100 | 0.000169
==> metal layers <==
layer / track usage [%] / vias to the layer above / share of wire (%)
met1: 4.82 / 235 / 50
met4: 0.462 / 0 / 0.98
met2: 5.52 / 8 / 42
li1: - / 250 / -
met3: 1.87 / 2 / 6.4
met5: 0 / - / 0
==> cell type report <==
cell class                      count  area [um2]
Clock buffer                        4        45.0
Fill cell                         406        2800
Inverter                            1        3.75
Multi-Input combinational cell     47         249
Sequential cell                    16         448
Tap cell                           48        60.1
Timing Repair Buffer               14         138
==> metrics by stage <==
step                      hold slack (ns)  power (W)  instances  util, %  area [um2]
after floorplan                     0.264   0.000252         65        -         706
after global placement              0.484   0.000271        126     24.0         898
after detailed placement            0.484   0.000271        126     24.0         898
after CTS                           0.498   0.000439        130     25.2         943
after global routing                0.525   0.000450        130     25.2         943
final                               0.490   0.000434        130     25.2         943
Power and IR drop assume default switching activity.
